## design/flow/constraint.sdc

```tcl
current_design pc

set clk_period 1.0
set clk_io_pct 0.2

create_clock -name clk0 -period $clk_period [get_ports {clk_i}]

set non_clock_inputs [all_inputs -no_clocks]
set_input_delay [expr $clk_period * $clk_io_pct] -clock clk0 $non_clock_inputs
set_output_delay [expr $clk_period * $clk_io_pct] -clock clk0 [all_outputs]
```

## design/flow/config.mk

```make
export PLATFORM = sky130hd
export DESIGN_NAME = pc
export DESIGN_NICKNAME = pc
export VERILOG_FILES = /design/flow/design.v
export SDC_FILE = /design/flow/constraint.sdc
export NUM_CORES = 4
export LEC_CHECK = 1
export CORE_AREA = 10 10 90 90
export DIE_AREA = 0 0 100 100
```

## design/flow/run.sh

```bash
#!/bin/bash
# OpenROAD 26Q1-2900-gdf79404cd8, Yosys 0.63+post, stock flow scripts
make -C /OpenROAD-flow-scripts/flow DESIGN_CONFIG=/design/flow/config.mk WORK_HOME=/design/flow/orfs finish
```

## design/flow/design.v

```verilog
module pc #(
    parameter DATA_WIDTH = 32
) (
    clk_i, pc_next_i, reset_l_i, pc_o
);
    input [DATA_WIDTH-1:0] pc_next_i;
    input reset_l_i, clk_i;
    output reg [DATA_WIDTH-1:0] pc_o;
    always @(posedge clk_i) begin
        if (reset_l_i == 1'b0) begin
            pc_o <= 32'h00000000;
        end else begin
            pc_o <= pc_next_i;
        end
    end
endmodule
```

==> flow_summary.toml <==
# synthesis and place-and-route metrics
[clock_tree]
cts-root-buf = "clkbuf_8"
cts_sinks = 32
ctsLongestPathBuffers = 2
numCtsBuffers = 5
postCtsSetupRepairBufs = 0
worst_setup_hold_path_clk_slew_ns = 0.07
cts_h_tree_depth = 2
cts_hold_buf = 0
tritoncts_clock_tree = "done"

[floorplan]
floorplan.initialDensity = 0.143
io_pins = 66
die.size.y_um = 100
die_area_um2 = 10000
row_count = 29
die_width_um = 100
core_area_um2 = 6280

[worst_setup_path]
critical_path_buf_inv_count = 1
critPathTopFamily = "flip-flops"
crit_path_cell_trace = "clkdlybuf4s15_1"
cpMaxStageDelayCell = "dfxtp_1"
endpoint_kind = "output port"
cp.required_ns = 0.80
setup_cp_type = "reg -> out"
crit_arrival_ns = 0.75
slowest_delay_ns = 0.31
setup.worst_path.start_class = "register"
critical_path_depth = 1
critical_path.max_fanout = 1

[finish]
number_of_flip_flops_under_the_largest_register_name = 32
registers.top_by_ff_count = "pc_o"
area_delta_synth_final_pct = 84.2
final_core_utilization = 0.263
logic_area_um2 = 240
layout-drive-gt1-share = 0.543
seqCellArea_um2 = 657
nFillCells = 672
biggest_regs = "pc_o: 32 flops"

[synth]
synth.distinct_cells = 3
ys_cells = 67
synthDominantCellAreaShare = 0.715
synth.cellmix.compoundShare = 0
area_leaders = "dfxtp_1, and2_2, clkbuf_2"
share_of_synthesized_area_occupied_by_flip_flops_and_latches = 0.715
synth-seq-cells = 32
syn-instance-count = 67
post_synth_and_or_nand_nor_area_fraction = 0.268
synth.cellmix.xorXnorShare = 0
yosys.area_share.adder = 0
post_synth.cell_area_avg_um2 = 13.4
ys_area_um2 = 896
post_synth_mux_area_share = 0
yosys_warnings = 1
netlist_logic_family_top = "simple AND/OR/NAND/NOR gates"
synth.cell_area_um2 = 896
most_area_hungry_cell_type_in_the_yosys_netlist = "dfxtp_1"

[power]
vdd_drop_max_mv = 0.471
leakage_nw = 0.710
p_per_area_nw_per_um2 = 1630

[sta]
unrepaired_setup_endpoints_after_global_routing = "false"
totalNegativeSetupSlack_ns = 0
max_freq_ghz = 1.05
post_layout_min_period_ns = 0.948
fin_ws_ns = 0.0519
finalClockPeriodUsage = 0.948
finalHoldViolCount = 0
setup_violations = 0
timing_worst_slew_pin_value_ns = 0.151
maxSlewViolCount = 0
timing.slew.headroom = 0.899

[drt]
drcViolationCount = 0
routed_wire_length_per_instance_um = 12.1
drt-initial-drc-count = 2
via_density_per_instance = 3.19
diodes = 0
routed_vias = 685
drt-total-wl_um = 2600
ant_nets = 0
drt-pass1-iter-count = 2

[placement]
detailed_place_hpwl_um = 2120
pre_cts_slack_ns = -0.126
port_buffers = 65
gpl.final_weighted_congestion = 0.670

[job]
openroad.warnings = 25
maxCapViolCount = 0

[global_route]
grt.overflow.total = 0
grt_max_degree = 21
grt_antenna_before_repair = 0
first_global_vias = 767
grt_first_pass_wirelength_um = 4020
overall_global_routing_usage = 0.0502

[outcome]
status = "finished clean"

[hold_path]
number_of_stages_on_the_worst_hold_path = 2
holdCritPathClass = "in -> reg"
[layer usage]
metal  GRT usage  up-vias  share of wire
li1            -      338              -
met1      0.0554      307           0.38
met2      0.0796       38           0.47
met3      0.0319        2           0.13
met4      0.0120        0          0.018
met5           0        -              0
[logic make-up (layout without fill, tap and decap cells)]
logic type,Yosys count,in the layout
buffers and inverters,3,74
DFF,32,32
and+or+nand+nor,32,32
[cell usage after synthesis]
cell,n
dfxtp_1,32
clkbuf_2,3
and2_2,32
[final timing paths]
| check | end | slack, ns | startpoint |
|---|---|---|---|
| setup / recovery | pc_o[19] | 0.05 | pc_o[19] |
| hold / removal | pc_o[2] | 0.52 | pc_next_i[2] |
[power by group]
group	internal [W]	total, W	switching [W]
logic	0.000214	0.000266	0.0000518
registers	0.00135	0.00136	0.0000159
clock network	0.000613	0.00106	0.000446
[what timing repair did]
action                                  4_1_cts  5_1_grt
resized                                      69       30
endpoints found under the setup margin       32       24
cloned                                        0        0
[cell usage in the layout, fill, tap and decap left out, drive strengths merged]
master,count
and2,32
clkdlybuf4s50,33
clkbuf,27
clkdlybuf4s15,11
dfxtp,32
buf,3
[cell type report]
class / instances / share of cell area
clock buffers: 7 / 0.0584
multi-input cells: 32 / 0.146
flip-flops and latches: 32 / 0.398
well taps: 77 / 0.0584
repair buffers: 67 / 0.340
[through the flow]
stage	instance area, µm²	hold slack [ns]	total power [W]	cells
final	1650	0.516	0.00269	215
after global routing	1650	0.494	0.00288	215
after CTS	1740	0.502	0.00279	215
after detailed placement	1640	0.800	0.00172	208
after global placement	1640	0.798	0.00171	208
after floorplan	896	0.336	0.00143	67
Power figures rest on the tool's default switching activity, not on a simulated workload.
